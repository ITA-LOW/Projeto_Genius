--- /design/flow/config.mk ---
export PLATFORM = sky130hd
export DESIGN_NAME = REG_FPGA
export DESIGN_NICKNAME = REG_FPGA
export VERILOG_FILES = /design/flow/design.v
export SDC_FILE = /design/flow/constraint.sdc
export NUM_CORES = 4
export LEC_CHECK = 1
export CORE_UTILIZATION = 40
--- /design/flow/constraint.sdc ---
current_design REG_FPGA

set clk_period 1.5
set clk_io_pct 0.2

create_clock -name clk0 -period $clk_period [get_ports {CLK}]

set non_clock_inputs [all_inputs -no_clocks]
set_input_delay [expr $clk_period * $clk_io_pct] -clock clk0 $non_clock_inputs
set_output_delay [expr $clk_period * $clk_io_pct] -clock clk0 [all_outputs]
--- /design/flow/design.v ---
module REG_FPGA (
    input wire CLK,        
    input wire R,          
    input wire E,          
    input wire [63:0] data,   
    output reg [63:4] q,   
    output reg [3:0] q3    
);
    always @(posedge CLK or posedge R) begin
        if (R) begin
            q <= 60'b0;
            q3 <= 4'b0;
        end else if (E) begin
            q <= data[63:4];
            q3 <= data[3:0];
        end
    end
endmodule
--- /design/flow/run.sh ---
#!/bin/bash
# OpenROAD 26Q1-2900-gdf79404cd8, Yosys 0.63+post, stock flow scripts
make -C /OpenROAD-flow-scripts/flow DESIGN_CONFIG=/design/flow/config.mk WORK_HOME=/design/flow/orfs finish
==> flow_summary.yaml <==
# implementation run metrics
timing:
  setup_violations: 0
  fin_skew_ps: 0
  worstMarginPinSlew_ps: 213.3
  max_freq_mhz: 678.9
  fin_crit_sh_pct: 98.20
  hold_violations: 0
  slew-limit-headroom_pct: 85.78
  setup_ws_ps: 27.00
  finalCriticalPeriod_ps: 1473
  fin_tns_setup_ps: 0
  drv_slew: 0
die:
  coreArea_sq_mm: 0.006422
  core.rowCount: 29
  initial_core_util_pct: 41.77
  pin_count: 131
  die_h_um: 83.89
  die_w_um: 83.89
  dieArea_sq_mm: 0.007038
critical_path:
  path_cells: "clkdlybuf4s50_1"
  critPathBufInv: 1
  cp-end-kind: "output pin"
  critPathTopFamily: "buffers and inverters"
  crit_arrival_ps: 1170
  critPathMaxFanout: 2
  slowest_delay_ps: 480
  required_ps: 1200
  cp-start-kind: "flip-flop"
  crit_slowest_cell: "clkdlybuf4s50_1"
  cp_num_cells: 1
  r2r_cells: 2
  worstSetupPathType: "reg -> out"
route:
  drtIter0Drc: 62
  wl_per_cell_um: 15.06
  via_count: 1681
  drc: 0
  ant_nets: 0
  antennaDiodeCount: 0
  viasPerCell: 4.593
  drt-total-wl_um: 5511
  first_pass_iters: 27
cts:
  clock-root-buffer: "clkbuf_8"
  cts_buffer_depth: 2
  cts.clk_slew.worst_paths_ps: 70
  numCtsBuffers: 9
  cts_tree: "yes"
  ctsHoldBuffers: 0
  clock_latency_ps: 320
  cts_max_level: 3
  cts.sinks: 64
global_route:
  grt_pass1_vias: 1738
  grt.total_usage_pct: 16.99
  grt_start_max_net_pins: 28
  overflow: 0
  grt_pass1_wl_um: 9087
  antenna_found_initial: 0
cells_and_area:
  syn_to_final_growth_pct: 62.22
  instances_no_fill: 366
  drive_gt1_share_pct: 32.53
status:
  status: "finished, final reports clean"
hold_path:
  whs_path_depth: 2
  hp-class: "in -> reg"
logic_synthesis:
  syn_area_sq_mm: 0.002683
  synth-area-yosys_sq_mm: 0.002683
  ys_ff: 64
  ys_cells: 136
  ys_warn_count: 1
  synth.distinct_cells: 6
  syn-instance-count: 136
  ys_seq_share_pct: 59.70
  syn_avg_cell_area_sq_um: 19.72
placement:
  place_hpwl_um: 3864
  io_buffers: 130
  gp_congestion: 0.7255
  dp_cells: 343
  place_ws_ps: 278.5
run:
  maxCapViolations: 0
  warning_count: 26
power:
  leakagePower_nw: 2.090
  p_per_area_mw_per_mm2: 998.9
  peakVddDrop_mv: 0.5214
==> cells by family after synthesis <==
kind of cell	Yosys count	synth area share (%)
mux	64	35.26
flops	64	59.70
buf+inv	8	5.037
==> metrics by stage <==
step	hold slack [ps]	util, %	power [mW]	area [sq um]
after floorplan	431.3	-	2.338	2686
after global placement	490.3	63.30	2.904	4065
after detailed placement	491.6	63.30	2.903	4065
after CTS	363.9	66.51	4.414	4272
after global routing	383.1	67.76	4.557	4352
final	376.1	67.76	4.347	4352
==> synthesized netlist by cell type, drive strengths merged <==
master | instances | area [sq um]
buf | 7 | 131.4
dfrtp | 64 | 1602
mux2 | 64 | 945.9
inv | 1 | 3.750
==> layout make-up <==
type                    count  area, sq um
fillers                   455         2071
flip-flops and latches     64         1602
repair buffers            144         1501
multi-input cells          64        945.9
clock buffers              13        158.9
well taps                  77        96.34
clock inverters             3        40.04
inverters                   1        7.507
==> where the power goes <==
| group | internal (mW) | leakage, nW | total [mW] | switching (mW) |
|---|---|---|---|---|
| clock | 0.855 | 0.103 | 1.47 | 0.615 |
| sequential | 1.90 | 0.748 | 1.99 | 0.0904 |
| combinational | 0.707 | 1.24 | 0.887 | 0.180 |
==> metal layers <==
metal,vias up,routed length (um),part of all wire [%],GRT usage [%]
met5,-,0,0,0
met4,0,74,1.3,2.508
met3,9,561,10,4.719
met2,82,2408,44,23.70
met1,821,2467,45,28.42
li1,769,-,-,-
==> flip-flops by register name (all words and copies together), names as in the netlist <==
register	count
q	60
q3	4
==> what timing repair did <==
| item | CTS | global route |
|---|---|---|
| gates resized | 0 | 14 |
| endpoints found under the setup margin | 1 | 20 |
| setup buffers | 1 | 6 |
| gates cloned | 0 | 0 |
==> final timing paths <==
check | from | endpoint | slack (ps)
worst max-delay path | q[26] | q[26] | 30
max in group asynchronous | R | q[48] | 900
worst min register to register | q[55] | q[55] | 510
min in group asynchronous | R | q[17] | 390
worst min-delay path | E | q[30] | 380
worst max register to register | q[6] | q[6] | 620
==> layout by cell type (no fill, tap or decap) <==
| cell type | count |
|---|---|
| clkdlybuf4s50_1 | 115 |
| dfrtp_1 | 64 |
| mux2_4 | 60 |
| dlymetal6s2s_1 | 14 |
| clkbuf_8 | 11 |
| buf_4 | 10 |
| buf_12 | 5 |
| mux2_2 | 4 |
| clkinv_2 | 2 |
| clkbuf_1 | 2 |
| clkinvlp_4 | 1 |
| bufinv_16 | 1 |
No activity file was given, so power comes from the tool's default toggle rates.
