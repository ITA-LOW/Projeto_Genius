## ./design.v

```verilog
module FMS_CLOCK (
    input wire clk_50MHz,    
    input wire reset,        
    output reg clk_025Hz,    
    output reg clk_05Hz,     
    output reg clk_1Hz,      
    output reg clk_2Hz       
);
reg [27:0] c025;  
reg [26:0] c05;   
reg [25:0] c1;    
reg [24:0] c2;    
localparam C025_MAX = 199_999_999;  
localparam C05_MAX = 99_999_999;
localparam C1_MAX = 49_999_999;
localparam C2_MAX = 24_999_999;
always @(posedge clk_50MHz or posedge reset) begin
    if (reset) begin
        c025 <= 0;
        c05 <= 0;
        c1 <= 0;
        c2 <= 0;
        clk_025Hz <= 0;
        clk_05Hz <= 0;
        clk_1Hz <= 0;
        clk_2Hz <= 0;
    end else begin
        if (c025 == C025_MAX) begin
            c025 <= 0;
            clk_025Hz <= ~clk_025Hz; 
        end else begin
            c025 <= c025 + 1'b1;  
        end
        if (c05 == C05_MAX) begin
            c05 <= 0;
            clk_05Hz <= ~clk_05Hz; 
        end else begin
            c05 <= c05 + 1'b1;
        end
        if (c1 == C1_MAX) begin
            c1 <= 0;
            clk_1Hz <= ~clk_1Hz;
        end else begin
            c1 <= c1 + 1'b1;
        end
        if (c2 == C2_MAX) begin
            c2 <= 0;
            clk_2Hz <= ~clk_2Hz;
        end else begin
            c2 <= c2 + 1'b1;
        end 
    end
end
endmodule
```

## ./run.sh

```bash
#!/bin/bash
# OpenROAD 26Q1-2900-gdf79404cd8, Yosys 0.63+post, stock flow scripts
make -C /OpenROAD-flow-scripts/flow DESIGN_CONFIG=/design/flow/config.mk WORK_HOME=/design/flow/orfs finish
```

## ./config.mk

```make
export PLATFORM = sky130hd
export DESIGN_NAME = FMS_CLOCK
export DESIGN_NICKNAME = FMS_CLOCK
export VERILOG_FILES = /design/flow/design.v
export SDC_FILE = /design/flow/constraint.sdc
export NUM_CORES = 4
export LEC_CHECK = 1
export CORE_UTILIZATION = 30
```

## ./constraint.sdc

```tcl
current_design FMS_CLOCK

set clk_period 3.6
set clk_io_pct 0.2

create_clock -name clk0 -period $clk_period [get_ports {clk_50MHz}]

set non_clock_inputs [all_inputs -no_clocks]
set_input_delay [expr $clk_period * $clk_io_pct] -clock clk0 $non_clock_inputs
set_output_delay [expr $clk_period * $clk_io_pct] -clock clk0 [all_outputs]
```

==> flow_summary_export.csv <==
group,metric,value,unit
routing,drt-total-wl,9138,um
routing,drc,0,
sta,setup_tns,0,ns
routing,n_antenna_cell,0,
sta,min_period,2.177,ns
yosys,ys_area,0.005413,mm^2
yosys,synth-edff-count,0,
placed_design,place_ws,1.417,ns
global_routing,use_met2,0.1596,
global_routing,grt_pass1_wl,16310,um
global_routing,grt_antenna_before_repair,0,
routing,vias,3605,
routing,ant_nets,0,
final_layout,final_cell_mix,"dfrtp_1 (110), nor2_1 (62), xnor2_1 (39), nand2_1 (39), xor2_1 (39)",
final_layout,finalNonFillerCells,746,
global_routing,grt_max_degree,111,
floorplanning,chip_area,0.01858,mm^2
worst_setup_path,critPathLaunchType,"register",
pwr,p_sw,476.5,uW
worst_setup_path,crit_chain,"nor4b_1 -> nand4_1 -> nor3_2 -> o21ai_0 -> a22o_1",
clock_tree,clock-sinks,110,
pwr,power.leakage,2.754,nW
yosys,synth.distinct_cells,55,
pwr,p_total,2.280,mW
pwr,p_comb_frac,0.012,
flow_run,drv_cap,0,
yosys,ys_seq_elements,110,
routing,wl_per_cell,12.25,um
sta,skew,0.01065,ns
global_routing,gr-total-overflow,0,
sta,post-route-period-util,0.6048,
global_routing,grt_use_met1,0.1769,
routing,via_per_inst,4.832,
final_layout,syn2layout_area_growth,11.17,%
worst_setup_path,cp-end-kind,"register",
floorplanning,fp.dieW,136.3,um
placed_design,placedCellCount,730,
global_routing,met3_usage,0.02470,
yosys,ys_cells,508,
final_layout,final_core_util,0.3443,
pwr,vdd_drop_max,0.2407,mV
global_routing,top_usage_layer,"met1",
final_layout,lay_top_count,"dfrtp_1",
clock_tree,clkTransAtPathRegs,0.07,ns
yosys,yosysWarnings,1,
flow_run,warnings,27,
global_routing,grt_usage,0.1098,
worst_setup_path,crit_arrival,2.41,ns
placed_design,port_buffers,5,
clock_tree,clockRootBuffer,"clkbuf_16",
sta,tightest_slew,0.9112,ns
pwr,powerDensity,379.0,mW/mm^2
worst_setup_path,worst-path-buf-inv,0,
placed_design,gp_congestion,0.8756,
yosys,netlist_area,0.005413,mm^2
sta,layout_setup_ws,1.423,ns
routing,drt-initial-drc-count,258,
pwr,sw_frac_of_total,0.2090,
yosys,ys.flop_type,"dfrtp_1",
sta,max_freq,459.3,MHz
worst_setup_path,required,3.83,ns
floorplanning,rows,48,
sta,slew_headroom,0.3880,
yosys,syn_avg_cell_area,10.65,um^2
global_routing,grt_pass1_vias,3475,
clock_tree,clkLatencyLatePin,0.35,ns
worst_setup_path,cp_max_fo,13,
floorplanning,core_area,0.01748,mm^2
worst_setup_path,cp_top_family,"simple AND/OR/NAND/NOR gates",
floorplanning,ios,6,
pwr,pwr-share-clk,0.447,
clock_tree,cts-htree-levels,3,
outcome,outcome,"complete, no violations",
clock_tree,cts-resized-gates,0,
clock_tree,clock_path_buffers,2,
yosys,synthCells,508,
floorplanning,die_y,136.3,um
placed_design,hpwl,5937,um
yosys,synth.yosys.seq_area_share,0.5086,
worst_setup_path,crit_slowest_cell,"nor3_2",
pwr,pwr-share-seq,0.541,
clock_tree,cts_tree,"built",
final_layout,layout-drive-gt1-share,0.09405,
floorplanning,initial_utilization,0.3097,
sta,slew_viol_final,0,
yosys,async_flop_share,1.000,
clock_tree,cts_setup_buffers,0,
worst_setup_path,slowest_delay,0.69,ns
sta,rsz0062_at_grt,"false",
worst_setup_path,path_class,"register to register",
clock_tree,numCtsBuffers,9,
routing,dr.pass1.iters,4,
sta,hold_viol,0,
pwr,intPower,1.804,mW
clock_tree,cts_hold_buf,0,
sta,setup_viol,0,
hold_path,hp-class,"register to register",
## state kept, by name (all words and copies together) (netlist names)
name	count
clk_05Hz	1
c025	28
clk_2Hz	1
c2	25
clk_1Hz	1
c05	27
clk_025Hz	1
c1	26
## Yosys cell counts, types with 3 or more instances
| master | instances | area share |
|---|---|---|
| dfrtp_1 | 110 | 0.51 |
| nor2_1 | 62 | 0.043 |
| nand2_1 | 39 | 0.027 |
| xnor2_1 | 39 | 0.063 |
| xor2_1 | 39 | 0.063 |
| nand3_1 | 31 | 0.029 |
| nand4_1 | 27 | 0.031 |
| and3_1 | 15 | 0.017 |
| o21ai_0 | 14 | 0.013 |
| nor3_1 | 10 | 0.0092 |
| a21oi_1 | 9 | 0.0083 |
| inv_1 | 8 | 0.0055 |
| and4_1 | 7 | 0.011 |
| and2_1 | 6 | 0.0069 |
| or3_1 | 6 | 0.0069 |
| buf_4 | 5 | 0.0069 |
| nor2b_1 | 5 | 0.0058 |
| nor4b_1 | 5 | 0.0081 |
| a31oi_1 | 4 | 0.0046 |
| buf_2 | 4 | 0.0037 |
| ha_1 | 4 | 0.0092 |
| nor3_4 | 4 | 0.012 |
| mux2_2 | 3 | 0.0062 |
| mux2i_1 | 3 | 0.0055 |
| nand3b_1 | 3 | 0.0042 |
| nand4_2 | 3 | 0.0069 |
| nand4_4 | 3 | 0.012 |
| nor4_1 | 3 | 0.0035 |
## per-layer routing
metal,wire [um],share of wire,vias up
met3,378,0.041,9
met2,3990,0.44,57
met5,0,0,-
met4,106,0.012,0
li1,-,-,1810
met1,4663,0.51,1729
## power groups by stage
stage         Combinational (mW)  Clock (mW)  Sequential, mW
CTS                       0.0295        1.05            1.23
global route              0.0329        1.10            1.23
finish                    0.0268        1.02            1.23
## metrics by stage
stage	hold WS, ns	area (um^2)
5_1_grt	0.4942	6017
4_1_cts	0.4713	6017
3_5_place_dp	0.4557	5710
2_1_floorplan	0.4204	5416
6_report	0.4699	6017
3_3_place_gp	0.4549	5710
## path summary, 6_finish.rpt
path	startpoint	end	slack, ns	depth (start not counted)
hold reg to reg	clk_1Hz	clk_1Hz	0.47	1
max in group asynchronous	reset	c05[20]	2.27	3
hold / removal	clk_1Hz	clk_1Hz	0.47	1
setup reg to reg	c025[17]	c025[5]	1.42	5
setup / recovery	c025[17]	c025[5]	1.42	5
min in group asynchronous	reset	clk_2Hz	0.87	3
## layout make-up
class / count / area (um^2)
clock inverters: 5 / 63.81
inverters: 9 / 40.04
flip-flops and latches: 110 / 2753
well taps: 225 / 281.5
clock buffers: 11 / 242.7
multi-input cells: 380 / 2566
fillers: 1672 / 11460
repair buffers: 6 / 70.07
## cells by family (layout without fill, tap and decap cells)
| logic type | count (synthesis) | in the layout | share of synthesized area |
|---|---|---|---|
| AOI/OAI and AO/OA | 36 | 36 | 0.03860 |
| xor gates and xnor gates | 78 | 78 | 0.1262 |
| adders and majority gates | 4 | 4 | 0.009247 |
| buffers and inverters | 18 | 31 | 0.01734 |
| DFF | 110 | 110 | 0.5086 |
| muxes | 6 | 6 | 0.01179 |
| and+or+nand+nor | 256 | 256 | 0.2883 |
## worst register-to-register path: stages (launching register included)
cell	delay [ns]
dfrtp_1	0.52
nor4b_1	0.28
nand4_1	0.20
nor3_2	0.69
o21ai_0	0.17
a22o_1	0.21
Power and IR drop assume default switching activity.
