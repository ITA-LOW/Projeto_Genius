===== config.mk =====
export PLATFORM = sky130hd
export DESIGN_NAME = REG_USER
export DESIGN_NICKNAME = REG_USER
export VERILOG_FILES = /design/flow/design.v
export SDC_FILE = /design/flow/constraint.sdc
export NUM_CORES = 4
export LEC_CHECK = 1
export CORE_UTILIZATION = 50

===== constraint.sdc =====
current_design REG_USER

set clk_period 1.5
set clk_io_pct 0.2

create_clock -name clk0 -period $clk_period [get_ports {CLK}]

set non_clock_inputs [all_inputs -no_clocks]
set_input_delay [expr $clk_period * $clk_io_pct] -clock clk0 $non_clock_inputs
set_output_delay [expr $clk_period * $clk_io_pct] -clock clk0 [all_outputs]

===== design.v =====
module REG_USER (
    input wire CLK,        
    input wire R,          
    input wire E,          
    input wire [63:0] data,   
    output reg [63:4] q,   
    output reg [3:0] q3    
);
    always @(posedge CLK or posedge R) begin
        if (R) begin
            q <= 60'b0;
            q3 <= 4'b0;
        end else if (E) begin
            q <= data[63:4];
            q3 <= data[3:0];
        end
    end
endmodule

===== run.sh =====
#!/bin/bash
# OpenROAD 26Q1-2900-gdf79404cd8, Yosys 0.63+post, stock flow scripts
make -C /OpenROAD-flow-scripts/flow DESIGN_CONFIG=/design/flow/config.mk WORK_HOME=/design/flow/orfs finish

==> results.txt <==
Post-route minimum period -> 1.48 ns
Crit-path max FO -> 2
Critical path data required time -> 1.20 ns
Tool warnings -> 26
Number of max-cap violations -> 0
CTS tree -> built
Commonest Layout Cell -> clkdlybuf4s50_1
Routed Antenna Nets -> 0
Clk sink count -> 64
H-Tree Depth -> 3
Total GRT Usage -> 0.216
Tot Pwr -> 4.40 mW
Crit path max-delay family -> buffers and inverters
Routed wire per std cell -> 16.8 um
Quantity of I/O buffers inserted on ports -> 130
Area delta synth->final -> 63.9%
Crit path launch type -> flip-flop
Worst Skew -> 0 ns
Hold Buf Count CTS -> 0
Max Freq -> 676 MHz
Final instance area -> 4400 um2
Arr. time, crit path -> 1.18 ns
Num CTS Buffers -> 9
Die width -> 75.2 um
Leak -> 2.21 nW
Power Density -> 1000 nW/um2
Worst VDD drop -> 0.653 mV
Hold_ws -> 0.416 ns
CTS root buf -> clkbuf_8
WL final -> 6180 um
Chip Area, Yosys -> 2680 um2
Distinct lib cells -> 6
Vias -> 1713
Drt pass-1 iters -> 2
YS warnings -> 1
Fin crit share -> 0.986
I/O pin total -> 131
Crit path capture type -> output port
Grt total ovfl -> 0
Vias per cell -> 4.65
Initial antenna violation count -> 0
Clk Latency, worst-skew pair -> 0.33 ns
Pin count of the biggest net entering global routing -> 65
Least-Margin Pin Slew -> 0.330 ns
WP buf/inv -> 1
Syn avg cell area -> 19.7 um2
Final hold vios -> 0
Ys cells -> 136
Post-DP HPWL -> 3970 um
Number of global-route vias before repair -> 1581
Main area contributors -> dfrtp_1 (60%), mux2_4 (34%), buf_12 (4.5%)
Status -> complete, no violations
First-pass GRT wire length -> 8510 um
Mapped Cells -> 136
Dpl cell area -> 4010 um2
# setup viols final -> 0
CP peak stage delay -> 0.47 ns
Non-Filler Instances -> 368
RD Place Congestion -> 0.763
Starting DRC count in detailed routing -> 44
# rows -> 26
FP Util -> 0.522
Slew Limit Fails -> 0
Critical path's slowest cell -> clkdlybuf4s50_1
Placed insts -> 333
Critical path class -> reg2out
Share of cells above drive strength 1 -> 0.346
Cell Chain, Critical Path -> clkdlybuf4s50_1
Die area -> 5660 um2
Worst Hold Class -> in2async
Post-synth seq share -> 0.597
Setup TNS -> 0 ns
Cell taking the most area after synthesis -> dfrtp_1
Residual DRC -> 0
Antenna diodes -> 0
CTS Buffer Depth -> 2
Mapped Area -> 2680 um2
Worst slew margin -> 0.780
Top cells excl fill/tap -> clkdlybuf4s50_1 (101), dfrtp_1 (64), mux2_4 (60)
Die H -> 75.2 um
Flops after synth -> 64
Core Region -> 5140 um2
Clock transition at path regs -> 0.07 ns
Area leader share -> 0.597
==> cells by family (layout without fill, tap and decap cells) <==
logic type	count (synthesis)	count (layout)	share of synthesized area
mux	64	64	0.353
flops	64	64	0.597
buf+inv	8	170	0.0504
==> worst reg2reg max path: stages, from the launching register on <==
cell and delay, ns:
dfrtp_1 0.40, buf_4 0.14, mux2_4 0.25
==> report_power, final <==
part / total [mW] / leakage (nW) / internal (mW) / switching (mW)
clock network: 1.48 / 0.103 / 0.855 / 0.630
logic: 0.915 / 1.35 / 0.715 / 0.200
registers: 2.00 / 0.748 / 1.90 / 0.101
==> flip-flops by register name, indices dropped and copies added, names as in the netlist <==
signal,cells
q3,4
q,60
==> timing repair <==
| action | in CTS | in global routing |
|---|---|---|
| setup endpoints to repair | 6 | 33 |
| buffers inserted | 0 | 19 |
| cloned | 0 | 0 |
| endpoints found under the hold margin | 0 | 0 |
| gates resized | 6 | 22 |
==> final timing paths <==
check                      startpoint  endpoint  slack [ns]  depth (start not counted)
max in group asynchronous           R     q[48]        0.82                          3
max reg2reg                     q[63]     q[63]        0.60                          2
min reg2reg                     q[31]     q[31]        0.51                          1
min in group clk0                   E     q[53]        0.49                          3
min                                 R     q3[2]        0.42                          3
max                             q[63]     q[63]        0.02                          1
==> per-layer routing <==
layer | global-route usage | vias to the layer above | part of all wire
met1 | 0.378 | 838 | 0.48
li1 | - | 786 | -
met2 | 0.289 | 81 | 0.42
met5 | 0 | - | 0
met4 | 0.0329 | 0 | 0.012
met3 | 0.0665 | 8 | 0.086
==> Yosys cell counts <==
cell	instances
buf_12	6
inv_1	1
buf_6	1
mux2_4	60
mux2_2	4
dfrtp_1	64
==> per-stage QoR <==
step / setup slack, ns / utilization
2_1_floorplan: 0.469 / -
3_3_place_gp: 0.373 / 0.780
3_5_place_dp: 0.329 / 0.780
4_1_cts: 0.000738 / 0.817
5_1_grt: -0.0173 / 0.856
6_report: 0.0206 / 0.856
==> area by class of cell <==
class / count / area [um2]
flip-flops and latches: 64 / 1600
repair buffers: 153 / 1560
multi-input cells: 64 / 946
fillers: 253 / 742
clock buffers: 13 / 159
well taps: 70 / 87.6
clock inverters: 3 / 40.0
inverters: 1 / 7.51
No activity file was given, so power comes from the tool's default toggle rates.
